==> ./design.v <==
module D_FF (q, d, reset, clk);
	output logic q;
	input logic d, reset, clk;
	always_ff @(posedge clk)
		if (reset)
			q <= 0;  
		else
			q <= d;  
endmodule
module enableD_FF (q, d, reset, enable, clk);
	output logic q;
	input logic d, reset, enable, clk;
	logic valueToDFF;
	mux2_1 controlMux (.out(valueToDFF), .i0(q), .i1(d), .sel(enable));
	D_FF theFlop (.q, .d(valueToDFF), .reset, .clk);
endmodule
module mux2_1(out, i0, i1, sel);
	output logic out;
	input logic i0, i1, sel;
	logic [2:0] inBetween;
	not flipSel (inBetween[0], sel);
	and input0 (inBetween[1], i0, inBetween[0]);
	and input1 (inBetween[2], i1, sel);
	or theOutput (out, inBetween[1], inBetween[2]);
endmodule
module reservationStation #(parameter ROBsize = 32, ROBsizeLog = $clog2(ROBsize+1)) 
(clk_i
,reset_i
,decodeROBTag1_i
,decodeROBTag2_i
,decodeROBTag_i
,decodeWriteEn_i
,decodeROBval1_i
,decodeROBval2_i
,decodeCommands_i
,issueROBTag_i
,issueROBval_i
,stall_i
,reservationStationVal1_o
,reservationStationVal2_o
,reservationStationCommands_o
,reservationStationTag_o
,busy_o
,ready_o);
	input logic	[ROBsizeLog - 1:0] 	decodeROBTag1_i, decodeROBTag2_i, decodeROBTag_i, issueROBTag_i;
  input logic [64:0] decodeROBval1_i, decodeROBval2_i, issueROBval_i;
	input logic 			decodeWriteEn_i, clk_i, reset_i, stall_i;
  input logic [9:0] decodeCommands_i;
  output logic [63:0] reservationStationVal1_o, reservationStationVal2_o;
  output logic [9:0] reservationStationCommands_o;
  output logic [ROBsizeLog-1:0] reservationStationTag_o;
  output logic ready_o, busy_o;
  logic [138+(3*ROBsizeLog):0] reservationStationVal;
	logic [138+(3*ROBsizeLog):0] decodedWriteVal;
  always_comb begin
    if(decodeROBval1_i[64] == 1'b1) begin
      decodedWriteVal[139+(ROBsizeLog) + (ROBsizeLog - 1):139+(ROBsizeLog)] = 0;
    end
    else begin
      decodedWriteVal[139+(ROBsizeLog) + (ROBsizeLog - 1):139+(ROBsizeLog)] = decodeROBTag1_i;
    end
    if(decodeROBval2_i[64] == 1'b1) begin
      decodedWriteVal[139 + (ROBsizeLog - 1):139] = 0;
    end
    else begin
      decodedWriteVal[139 + (ROBsizeLog - 1):139] = decodeROBTag2_i;
    end
    decodedWriteVal[138] = decodeWriteEn_i;
    decodedWriteVal[137:128] = decodeCommands_i;
    decodedWriteVal[127:64] = decodeROBval1_i[63:0];
    decodedWriteVal[63:0] = decodeROBval2_i[63:0];
    decodedWriteVal[139+(2*ROBsizeLog) + (ROBsizeLog - 1):139+(2*ROBsizeLog)] = decodeROBTag_i;
	end
	logic [138+(3*ROBsizeLog):0] issueWriteVal;
  logic ready;
  always_comb begin
    if(stall_i | (~ready)) begin
      issueWriteVal[138] = 1'b1;
    end 
    else begin
      issueWriteVal[138] = 1'b0;
    end
    if(reservationStationVal[139+(ROBsizeLog) + (ROBsizeLog - 1):139+(ROBsizeLog)] == issueROBTag_i & issueROBTag_i != 0) begin
      issueWriteVal[139+(ROBsizeLog) + (ROBsizeLog - 1):139+(ROBsizeLog)] = 0;
      issueWriteVal[127:64] = issueROBval_i[63:0];
    end
    else begin
      issueWriteVal[139+(ROBsizeLog) + (ROBsizeLog - 1):139+(ROBsizeLog)] = reservationStationVal[139+(ROBsizeLog) + (ROBsizeLog - 1):139+(ROBsizeLog)];
      issueWriteVal[127:64] = reservationStationVal[127:64];
    end
    if(reservationStationVal[139 + (ROBsizeLog - 1):139] == issueROBTag_i & issueROBTag_i != 0) begin
      issueWriteVal[139 + (ROBsizeLog - 1):139] = 0;
      issueWriteVal[63:0] = issueROBval_i[63:0];
    end
    else begin
      issueWriteVal[139 + (ROBsizeLog - 1):139] = reservationStationVal[139 + (ROBsizeLog - 1):139];
      issueWriteVal[63:0] = reservationStationVal[63:0];
    end
    issueWriteVal[137:128] = reservationStationVal[137:128];
    issueWriteVal[139+(2*ROBsizeLog) + (ROBsizeLog - 1):139+(2*ROBsizeLog)] = reservationStationVal[139+(2*ROBsizeLog) + (ROBsizeLog - 1):139+(2*ROBsizeLog)];
	end
  always_comb begin
    if(issueWriteVal[139 + (ROBsizeLog - 1):139] == 0 & issueWriteVal[139+(ROBsizeLog) + (ROBsizeLog - 1):139+(ROBsizeLog)] == 0 & reservationStationVal[138]) begin
      ready = 1'b1;
    end 
    else begin
      ready = 1'b0;
    end
	end
	logic [138+(3*ROBsizeLog):0] reservationStationIn;
	always_comb begin
    if(reservationStationVal[138]) begin
      reservationStationIn = issueWriteVal;
    end 
    else begin
      reservationStationIn = decodedWriteVal;
    end
	end
  wallOfDFFsL151 RSregs (.q(reservationStationVal), .d(reservationStationIn), .reset(reset_i), .enable(reservationStationVal[138] | decodeWriteEn_i), .clk(clk_i));
  assign reservationStationVal2_o = reservationStationIn[63:0];
  assign reservationStationVal1_o = reservationStationIn[127:64];
  assign reservationStationCommands_o = reservationStationIn[137:128];
  assign reservationStationTag_o = reservationStationIn[139+(2*ROBsizeLog) + (ROBsizeLog - 1):139+(2*ROBsizeLog)];
  assign busy_o = reservationStationVal[138];
  assign ready_o = ready;
endmodule
module wallOfDFFsL151 #(parameter LENGTH = 151) (q, d, reset, enable, clk);
	output logic [LENGTH-1:0] q;
	input logic [LENGTH-1:0] d;
	input logic reset, enable, clk;
	genvar i;
	generate
		for(i=0; i < LENGTH; i++) begin : eachEnDff
			enableD_FF enDff (.q(q[i]), .d(d[i]), .reset, .enable, .clk);
		end
	endgenerate 
endmodule
==> ./run.sh <==
#!/bin/bash
# OpenROAD 26Q1-2900-gdf79404cd8, Yosys 0.63+post, stock flow scripts
make -C /OpenROAD-flow-scripts/flow DESIGN_CONFIG=/design/flow/config.mk WORK_HOME=/design/flow/orfs finish
==> ./config.mk <==
export PLATFORM = sky130hd
export DESIGN_NAME = reservationStation
export DESIGN_NICKNAME = reservationStation
export VERILOG_FILES = /design/flow/design.v
export SDC_FILE = /design/flow/constraint.sdc
export NUM_CORES = 4
export LEC_CHECK = 1
export CORE_AREA = 10 10 255 255
export DIE_AREA = 0 0 265 265
==> ./constraint.sdc <==
current_design reservationStation

set clk_period 19.9
set clk_io_pct 0.2

create_clock -name clk0 -period $clk_period [get_ports {clk_i}]

set non_clock_inputs [all_inputs -no_clocks]
set_input_delay [expr $clk_period * $clk_io_pct] -clock clk0 $non_clock_inputs
set_output_delay [expr $clk_period * $clk_io_pct] -clock clk0 [all_outputs]
==> results.json <==
{
  "seqCellArea_mm2": 0.00303,
  "grt-ovfl-total": 0,
  "grt_pass1_vias": 11000,
  "outcome": "finished clean",
  "r2r-start": "RSregs.eachEnDff[138].enDff.theFlop.q$_SDFF_PP0_",
  "cts_tree": "yes",
  "combGateArea_mm2": 0.00616,
  "lay_top_cells": "clkdlybuf4s50_1, dfxtp_1, nor2b_1, nor2_1",
  "finalSetupViolations": 0,
  "syn_area_mm2": 0.0109,
  "io_buffer_count": 377,
  "worstSetupStartpoint": "issueROBTag_i[5]",
  "fin_worst_hold_slack_ns": 0.458,
  "cts_buffer_depth": 2,
  "crit_family": "buffers and inverters",
  "hold_buffers": 0,
  "antenna_found_initial": 4,
  "viasPerCell": 5.00,
  "wirelength_um": 51200,
  "required_ns": 15.92,
  "post-cts-setup-buffers": 0,
  "ys_seq_frac": 0.279,
  "p_comb_frac": 0.309,
  "routed-via-count": 11800,
  "crit_type": "in -> out",
  "firstDrtPassIters": 5,
  "fill_cells": 6223,
  "cts_buffers": 17,
  "synth.top_cell.area_share": 0.279,
  "grt_max_degree": 174,
  "p_per_area_mw_per_mm2": 69.3,
  "p_seq_frac": 0.336,
  "gp_congestion": 0.849,
  "grt.busiest_layer": "met2",
  "cp_num_buf_inv": 3,
  "clockRootBuffer": "clkbuf_16",
  "fmax_mhz": 88.5,
  "min_path_type": "reg -> reg",
  "synth_area_per_cell_um2": 7.53,
  "cp_common_cell": "clkdlybuf4s50_1",
  "clk_pin_slew_ns": 0.06,
  "fp.dieH_um": 265,
  "async_flop_share": 0,
  "edf_count": 0,
  "grt_pass1_wl_um": 73900,
  "synth_cells": 1441,
  "critPathSlowestCell": "a211o_2",
  "slew_headroom": 0.422,
  "hold_viol_final": 0,
  "clock_sinks": 151,
  "h-tree-depth": 4,
  "fp_util": 0.183,
  "ys_ff": 151,
  "wl_per_cell_um": 21.8,
  "largest_area_cell": "dfxtp_1",
  "p_clk_frac": 0.354,
  "p_int_w": 0.000692,
  "power_switching_w": 0.000329,
  "hpwl_um": 36400,
  "worst_pin_slew_ns": 0.867,
  "row_count": 89,
  "cp_max_fo": 33,
  "slowest_delay_ns": 0.69,
  "synth.distinct_cells": 29,
  "grt_use_met2": 0.201,
  "met3_usage": 0.0556,
  "ir_drop_uv": 69.0,
  "dp_cells": 2317,
  "cp.arrival_ns": 7.32,
  "yosysChipArea_mm2": 0.0109,
  "drt_iter0_drc": 1093,
  "post-route-period-util": 0.568,
  "worstSkewPairLatency_ns": 0.49,
  "core_mm2": 0.0592,
  "yosys_warnings": 4,
  "drive_gt1_frac": 0.0489,
  "warnings": 29,
  "tns_ns": 0,
  "crit_path_end_kind": "output pin",
  "maxSlewViolCount": 0,
  "fp.dieW_um": 265,
  "area_delta_synth_final_pct": 35.8,
  "post-route-drc-count": 0,
  "fin_skew_ns": 0.0154,
  "area_leaders": "dfxtp_1, a311oi_1, buf_4, a211oi_1, nor2b_1",
  "mostFrequentLayoutCell": "clkdlybuf4s50_1",
  "cp_cell_sequence": "clkdlybuf4s50_1 -> nor4_4 -> a211o_2 -> buf_4 -> o21ai_0 -> a31oi_1 -> clkdlybuf4s50_1",
  "postCtsResizedCells": 0,
  "final.min_clock_period_ns": 11.30,
  "dieArea_mm2": 0.0702,
  "switching_share": 0.322,
  "grt_util_met1": 0.193,
  "maxCapViolations": 0,
  "rsz0062_at_grt": "no",
  "ff_type": "dfxtp_1",
  "ios": 379,
  "track_usage": 0.140,
  "drtAntennaViolNets": 0,
  "finalNonFillerCells": 2352,
  "power.leakage_nw": 4.54,
  "ys_cells": 1441,
  "crit_path_start_kind": "input port"
}
[per-stage QoR]
stage	setup WS [ns]	util	power, W	area [µm²]
finish	8.60	0.249	0.00102	14700
global route	8.34	0.249	0.00108	14700
detailed placement	8.54	0.238	0.000667	14100
floorplan	10.75	-	0.000532	10900
global placement	8.52	0.238	0.000662	14100
CTS	8.51	0.249	0.00104	14700
[power by group through the flow]
stage	combinational [W]	sequential, W	clock (W)
CTS	0.000319	0.000343	0.000380
global route	0.000346	0.000347	0.000387
finish	0.000316	0.000344	0.000362
[synth_stat cells, drive strengths merged, types with 8 or more instances]
master	number
a211oi	130
a21oi	12
a22o	12
a311oi	130
a31oi	128
buf	173
clkbuf	124
dfxtp	151
mux2	10
nand2	21
nand3	128
nor2	131
nor2b	135
o21ai	128
xnor2	8
[routing by layer]
layer | share of wire | vias to the layer above
met2 | 0.43 | 542
met4 | 0.026 | 4
met5 | 0.00061 | -
met3 | 0.10 | 59
met1 | 0.44 | 5575
li1 | - | 5584
[area by class of cell]
type / instances / share of cell area
multi-input combinational: 992 / 0.418
timing repair buffer: 400 / 0.269
sequential: 151 / 0.205
tap: 773 / 0.0656
clock buffer: 17 / 0.0289
clock inverter: 15 / 0.0128
antenna: 3 / 0.000509
inverter: 1 / 0.000255
[final timing paths]
check	depth (start not counted)	end	slack [ns]
setup / recovery	7	reservationStationVal2_o[32]	8.60
setup reg to reg	5	register	16.17
hold / removal	2	register	0.46
hold reg to reg	2	register	0.46
[cell families (layout without fill, tap and decap cells)]
family,after synthesis,in the layout,share of synthesized area
compound gates,543,543,0.348
simple gates,427,427,0.198
buf+inv,298,433,0.156
flops,151,151,0.279
xor+xnor,12,12,0.00968
mux,10,10,0.0104
other cells,0,3,0
[worst reg2reg max path, delay by kind of cell (launching register included)]
family                 cells  cell delay [ns]
AND-OR/OR-AND              2             0.43
flip-flops                 1             0.84
buffers and inverters      3             2.35
No activity file was given, so power comes from the tool's default toggle rates.
