### design.v
module decodeStageExtra #(parameter ROBsize = 16, ROBsizeLog = $clog2(ROBsize+1), addrSize = $clog2(ROBsize)) 
(clk_i
,reset_i
,RDvalue_i
,RMvalue_i
,RNvalue_i
,dAddr9_i
,imm12_i
,commandType_i
,PCaddress_i
,reg2Loc_i
,memWrite_i
,memToReg_i
,ALUOp_i
,ALUSrc_i
,dOrImm_i
,saveCond_i
,read_enable_i
,whichMath_i
,regWrite_i
,needToForward_i
,leftShift_i
,doingABranch_i
,decodeStall_o
,mapReadData1_i
,mapReadData2_i
,mapWriteData_o
,mapReadAddr1_o
,mapReadAddr2_o
,mapWriteAddr_o
,mapRegWrite_o
,robReadAddr1_o
,robReadAddr2_o
,robReadData1_i
,robReadData2_i
,robUpdateTail_o
,robWriteData_o
,robNextTail_i
,robStall_i
,robWriteEn_i
,RSROBTag1_o
,RSROBTag2_o
,RSROBTag3_o
,RSROBTag_o
,RSWriteEn_o
,RSROBval1_o
,RSROBval2_o
,RSROBval3_o
,RSCommands_o
,RSstall_i
,ROBdontUpdate_o
,regfileReadRegister1_o
,regfileReadRegister2_o
,regfileReadData1_i
,regfileReadData2_i
,completionRSROBTag_i
,completionRSROBval_i
,LSQstall_i
,LSQifNew_o
,LSQstoreOrLoad_o
);
  input logic clk_i, reset_i;
  input logic [4:0] RDvalue_i, RMvalue_i, RNvalue_i;
  input logic [3:0] commandType_i;
  input logic [63:0] PCaddress_i;
  input logic [8:0] dAddr9_i;
	input logic [11:0] imm12_i;
  input logic reg2Loc_i;
  input logic regWrite_i;
  input logic memWrite_i;
  input logic memToReg_i;
  input logic [2:0] ALUOp_i;
  input logic ALUSrc_i;
  input logic dOrImm_i;
  input logic saveCond_i;
  input logic read_enable_i;
  input logic [1:0] whichMath_i;
  input logic needToForward_i;
  input logic leftShift_i, doingABranch_i;
  output logic decodeStall_o;
  output logic [4:0] mapReadAddr1_o, mapReadAddr2_o, mapWriteAddr_o;
	output logic [ROBsizeLog - 1:0]	mapWriteData_o;
	output logic 	mapRegWrite_o;
	input logic [ROBsizeLog - 1:0]	mapReadData1_i, mapReadData2_i;
  output logic	[addrSize:0] 	robReadAddr1_o, robReadAddr2_o;
	output logic [8:0]	robWriteData_o;
	output logic 	robUpdateTail_o;
	input logic [64:0]	robReadData1_i, robReadData2_i;
  input logic [addrSize:0] robNextTail_i;
  input logic robStall_i, robWriteEn_i;
  output logic ROBdontUpdate_o;
  output logic	[3:0][ROBsizeLog - 1:0] 	RSROBTag1_o, RSROBTag2_o, RSROBTag_o, RSROBTag3_o;
  output logic [3:0][64:0] RSROBval1_o, RSROBval2_o, RSROBval3_o;
	output logic [3:0] RSWriteEn_o;
  input logic [3:0] RSstall_i;
  output logic [3:0][9:0] RSCommands_o;
  output logic	[4:0] 	regfileReadRegister1_o, regfileReadRegister2_o;
	input logic [63:0]	regfileReadData1_i, regfileReadData2_i;
  input logic [64:0] completionRSROBval_i;
  input logic [ROBsizeLog - 1:0] completionRSROBTag_i;
  input logic LSQstall_i;
  output logic LSQifNew_o, LSQstoreOrLoad_o;
  logic [4:0] trueRM;
	logic [1:0][4:0] addressDataToMux;
  assign addressDataToMux[0] = RDvalue_i;
  assign addressDataToMux[1] = RMvalue_i;
  assign trueRM = addressDataToMux[reg2Loc_i];
  assign mapReadAddr1_o = RNvalue_i;
  assign mapReadAddr2_o = trueRM;
  assign mapWriteAddr_o = RDvalue_i;
  assign regfileReadRegister1_o = RNvalue_i;
  assign regfileReadRegister2_o = trueRM;
  assign robReadAddr1_o = mapReadData1_i;
  assign robReadAddr2_o = mapReadData2_i;
  assign robWriteData_o[8:5] = commandType_i;
  assign robWriteData_o[4:0] = RDvalue_i;  
  assign robUpdateTail_o = 1;
  logic needAStall, ROBdontUpdate;
  logic [3:0] RSWriteEn;
  assign ROBdontUpdate = (RSstall_i[0] & RSWriteEn[0]) | (RSstall_i[1] & RSWriteEn[1]) | (RSstall_i[2] & RSWriteEn[2]) | (RSstall_i[3] & RSWriteEn[3]) | LSQstall_i;
  assign needAStall = robStall_i | ROBdontUpdate | LSQstall_i;
  assign decodeStall_o = needAStall;
  assign ROBdontUpdate_o = ROBdontUpdate;
  assign mapWriteData_o = robNextTail_i;
  assign mapRegWrite_o = regWrite_i & (~needAStall); 
  logic RMvalueInReg, RNvalueInReg;
  assign RNvalueInReg = (mapReadData1_i == 0);
  assign RMvalueInReg = (mapReadData2_i == 0);
  logic RMvalueInCom, RNvalueInCom;
  assign RNvalueInCom = (mapReadData1_i == completionRSROBTag_i) & robWriteEn_i;
  assign RMvalueInCom = (mapReadData2_i == completionRSROBTag_i) & robWriteEn_i;
  logic [1:0][63:0] decisionROBorComRN, decisionROBorComRM;
  assign decisionROBorComRN[0] = robReadData1_i[63:0];
  assign decisionROBorComRN[1] = completionRSROBval_i;
  assign decisionROBorComRM[0] = robReadData2_i[63:0];
  assign decisionROBorComRM[1] = completionRSROBval_i;
  logic [63:0] ROBRNcom, ROBRMcom;
  assign ROBRNcom = decisionROBorComRN[RNvalueInCom];
  assign ROBRMcom = decisionROBorComRM[RMvalueInCom];
  logic [1:0][63:0] decisionROBorRegRN, decisionROBorRegRM;
  assign decisionROBorRegRN[0] = ROBRNcom;
  assign decisionROBorRegRN[1] = regfileReadData1_i;
  assign decisionROBorRegRM[0] = ROBRMcom;
  assign decisionROBorRegRM[1] = regfileReadData2_i;
  logic [63:0] RSRNdata, preBranchRSRM;
  assign RSRNdata = decisionROBorRegRN[RNvalueInReg];
  assign preBranchRSRM = decisionROBorRegRM[RMvalueInReg];
  logic [ROBsizeLog - 1:0] 	RSRDTag;
  always_comb begin
    if (commandType_i == 1 & ~ (RMvalueInReg | robReadData2_i[64] | RMvalueInCom))
      RSRDTag = mapReadData2_i;
    else
      RSRDTag = 0;
  end
  logic doingABranch, doingABranch_noBR;
  assign doingABranch = doingABranch_i;
  assign doingABranch_noBR = doingABranch & ~(commandType_i == 6);
  logic [ROBsizeLog - 1:0] 	RSRNTag;
  always_comb begin
    if (doingABranch | RNvalueInReg | robReadData1_i[64] | RNvalueInCom)
      RSRNTag = 0;
    else
      RSRNTag = mapReadData1_i;
  end
  logic [1:0][63:0] decisionAddressOrDataRM;
  assign decisionAddressOrDataRM[0] = preBranchRSRM;
  assign decisionAddressOrDataRM[1] = PCaddress_i;
  logic [64:0] preImmRSRMdata;
  assign preImmRSRMdata = decisionAddressOrDataRM[doingABranch_noBR];
  logic [63:0] dAddrExtended, RSRMdata, immExtended, dOrImmData;
  logic [63:0][1:0] aluDataToMux0, aluDataToMux1;
	signExtend9 dAddrExtender (.valueIn(dAddr9_i), .extendedOut(dAddrExtended));
	signExtend12 imm12Extender (.valueIn(imm12_i), .extendedOut(immExtended));
  integer q, r;
	always_comb begin
		for(q=0; q<64; q++) begin
			aluDataToMux0[q][0] = dAddrExtended[q];
		end
		for(r=0; r<64; r++) begin
			aluDataToMux0[r][1] = immExtended[r];
		end
	end
	mux2x64 choosingDOrImm (.out(dOrImmData), .addr(dOrImm_i), .muxIns(aluDataToMux0));
  logic [63:0] shiftValue, immediateData;
  assign shiftValue[63:6] = 0;
  assign shiftValue[5:0] = imm12_i[5:0];
  logic [1:0][63:0] finalConstant;
  assign finalConstant[0] = dOrImmData;
  assign finalConstant[1] = shiftValue;
  assign immediateData = finalConstant[(whichMath_i == 1)];
	integer k, l;
	always_comb begin
		for(k=0; k<64; k++) begin
			aluDataToMux1[k][0] = preImmRSRMdata[k];
		end
		for(l=0; l<64; l++) begin
			aluDataToMux1[l][1] = immediateData[l];
		end
	end	
	mux2x64 valueToAlu (.out(RSRMdata), .addr(ALUSrc_i), .muxIns(aluDataToMux1));
  logic [ROBsizeLog - 1:0] 	RSRMTag;
  always_comb begin
    if (doingABranch | RMvalueInReg | robReadData2_i[64] | ALUSrc_i | RMvalueInCom)
      RSRMTag = 0;
    else
      RSRMTag = mapReadData2_i;
  end
  logic [9:0] RScommands;
  assign RScommands[0] = memWrite_i;
	assign RScommands[1] = memToReg_i;
	assign RScommands[4:2] = ALUOp_i;
	assign RScommands[5] = regWrite_i;
	assign RScommands[6] = needToForward_i;
	assign RScommands[7] = leftShift_i;
	assign RScommands[8] = saveCond_i;
	assign RScommands[9] = read_enable_i;
  integer g;
  always_comb begin
    for(g=0; g<4; g++) begin
        RSROBTag_o[g] = robNextTail_i;
        RSROBTag1_o[g] = RSRNTag;
        RSROBTag2_o[g] = RSRMTag;
        RSROBTag3_o[g] = RSRDTag;
        RSROBval1_o[g][63:0] = RSRNdata;
        RSROBval1_o[g][64] = 0; 
        RSROBval2_o[g][63:0] = RSRMdata;
        RSROBval2_o[g][64] = 0;
        RSROBval3_o[g][63:0] = preBranchRSRM;
        RSROBval3_o[g][64] = 0;
        RSCommands_o[g] = RScommands;
		end
  end
  assign RSWriteEn[0] = (whichMath_i == 0); 
  assign RSWriteEn[1] = (whichMath_i == 1); 
  assign RSWriteEn[2] = (whichMath_i == 2); 
  assign RSWriteEn[3] = (whichMath_i == 3); 
  assign RSWriteEn_o[0] = RSWriteEn[0] & (~(robStall_i | LSQstall_i));
  assign RSWriteEn_o[1] = RSWriteEn[1] & (~(robStall_i | LSQstall_i));
  assign RSWriteEn_o[2] = RSWriteEn[2] & (~(robStall_i | LSQstall_i));
  assign RSWriteEn_o[3] = RSWriteEn[3] & (~(robStall_i | LSQstall_i));
  assign LSQifNew_o = (~decodeStall_o) & (commandType_i == 9 | commandType_i == 1);
  assign LSQstoreOrLoad_o = commandType_i == 9;
endmodule
module mux2_1(out, i0, i1, sel);
	output logic out;
	input logic i0, i1, sel;
	logic [2:0] inBetween;
	not flipSel (inBetween[0], sel);
	and input0 (inBetween[1], i0, inBetween[0]);
	and input1 (inBetween[2], i1, sel);
	or theOutput (out, inBetween[1], inBetween[2]);
endmodule
module mux2x64(out, addr, muxIns);
	output logic [63:0] out;
	input logic [63:0][1:0] muxIns;
	input logic addr;
	genvar i;
	generate
		for(i=0; i<64; i++) begin : eachSmallMux
			mux2_1 smallMux (.out(out[i]), .i0(muxIns[i][0]), .i1(muxIns[i][1]), .sel(addr));
		end
	endgenerate 
endmodule
module signExtend12(valueIn, extendedOut);
	input logic [11:0] valueIn;
	output logic [63:0] extendedOut;
	logic [51:0] inBetween;
	assign extendedOut[11:0] = valueIn[11:0];
	assign extendedOut[63:12] = inBetween[51:0];
	integer i;
	always_comb begin
		for(i=0; i<52; i++) begin
			inBetween[i] = valueIn[11];
		end
	end
endmodule
module signExtend9(valueIn, extendedOut);
	input logic [8:0] valueIn;
	output logic [63:0] extendedOut;
	logic [54:0] inBetween;
	assign extendedOut[8:0] = valueIn[8:0];
	assign extendedOut[63:9] = inBetween[54:0];
	integer i;
	always_comb begin
		for(i=0; i<55; i++) begin
			inBetween[i] = valueIn[8];
		end
	end
endmodule
### constraint.sdc
current_design decodeStageExtra

set clk_period 6.9
set clk_io_pct 0.2

create_clock -name clk0 -period $clk_period

set non_clock_inputs [all_inputs -no_clocks]
set_input_delay [expr $clk_period * $clk_io_pct] -clock clk0 $non_clock_inputs
set_output_delay [expr $clk_period * $clk_io_pct] -clock clk0 [all_outputs]
### config.mk
export PLATFORM = sky130hd
export DESIGN_NAME = decodeStageExtra
export DESIGN_NICKNAME = decodeStageExtra
export VERILOG_FILES = /design/flow/design.v
export SDC_FILE = /design/flow/constraint.sdc
export NUM_CORES = 4
export LEC_CHECK = 1
export CORE_AREA = 10 10 547 547
export DIE_AREA = 0 0 557 557
### run.sh
#!/bin/bash
# OpenROAD 26Q1-2900-gdf79404cd8, Yosys 0.63+post, stock flow scripts
make -C /OpenROAD-flow-scripts/flow DESIGN_CONFIG=/design/flow/config.mk WORK_HOME=/design/flow/orfs finish
==> changes_impl.md <==
### Physical design

- Hold_buf cts: 0
- Maxcap violations: 0
- DR vias/cell: 2.96
- Comb pwr share: 1.000
- Synthesized area per cell: 6.60 sq um
- Pre-antenna DRT Iters: 6
- Worst Path Buf+Inv: 4
- Top cells by area: buf_4 (47%), nand3_1 (5.9%), clkbuf_1 (4.7%)
- Port Buffer Count: 1325
- Clock Power Share: 0
- Post-synth cell types: 49
- Total GRT Usage: 0.129
- Synth cell count leaders: buf_4 (802), clkbuf_1 (163), nand3_1 (152), o21ai_0 (90), nor2_1 (84)
- Unrepaired setup endpoints after global routing: no
- Achievable clock frequency: 0.156 GHz
- Leak Pwr: 8.70 nW
- Worst setup margin: 474 ps
- Crit end category: output port
- Share of cells above drive strength 1: 0.125
- Crit path max-delay family: buffers and inverters
- Synth top cell by count: buf_4
- Final period demand of the worst path: 6430 ps
- # clk buffers: 0
- Endpoints failing setup: 0
- Arrival @ worst endpoint: 5050 ps
- Seq. cell area: 0 sq um
- Mapped cell area: 12900 sq um
- Largest net degree at the start of global routing: 74
- WS Path Type: in -> out
- Synth area leader: buf_4
- Area leader share: 0.466
- Post-Route M1 WL: 77900 microns
- First-pass GRT wire length: 248000 microns
- FP Util: 0.0449
- Number of top-level pins: 1431
- Sequential fraction of the synthesis area: 0
- Register share of total power: 0
- Final ANT Viol Nets: 0
- Cell Count, Final, Fillers Out: 6414
- Hold WC Path Type: in -> out
- Routed met2 length: 89800 microns
- Total grt overflow: 0
- Met3 Routed Length: 34100 microns
- Antenna violations before repair: 177
- Mapped Cells: 1959
- Fin. Hold Viols: 0
- Final Core Density: 0.0965
- FP Rows: 197
- Critical path's slowest cell: clkdlybuf4s50_1
- Post-CTS setup buffer count: 0
- WL final: 210000 microns
- Maximum vdd drop: 27.1 uV
- Measured slew at the worst slew-check pin: 1020 ps
- DP HPWL: 192000 microns
- Core ar.: 288000 sq um
- Worst slew margin: 0.311
- Internal: 1.23 mW
- DP Cell Count: 6345
- Uppermost routed layer: met5
- Post-Place Cell Area: 27600 sq um
- Cell mode on critical path: clkdlybuf4s50_1
- CP Cell Sequence: clkdlybuf4s50_1 > buf_4 > nor4bb_4 > buf_12 > o2111ai_1 > a21oi_1 > a2111o_1 > clkdlybuf4s50_1
- Via count: 19000
- Final Slew Violations: 0
- Yosys chip area: 12900 sq um
- Routability cong.: 0.871
- Post-route cell area: 27800 sq um
- Drt wl/cell: 32.8 microns
- Pwr dens: 80.9 nW/um^2
- Fill cell count: 33300
- Cell count in the Yosys report: 1959
- Max FO, Critical Path: 49
- Crit start category: input pin
- Die area: 310000 sq um
- Setup TNS: 0 ps
- Number of global-route vias before repair: 18200
- Flop count: 0
- 1st-iter DRT viols: 2042
- DRC Markers: 0
- Worst Path Required: 5520 ps
- Die width: 557 microns
- YS warnings: 3
- Crit path largest cell delay: 800 ps
- Place WS: 450 ps
- Sw power: 1.01 mW
- Final period utilization: 0.931
- Area grow syn2layout: 115%
- Tool warnings: 35
- Post_cts resized: 0
- Sw Share: 0.452
- Outcome: complete, no violations
- Die extent in y: 557 microns
-- stage by stage --
step	hold slack [ps]	power, mW
floorplan	2770	0.731
global placement	2760	2.30
detailed placement	2760	2.29
finish	2760	2.24
CTS	2760	2.30
global route	2760	2.37
-- layer usage --
metal,global-route usage,up-vias
li1,-,7612
met1,0.150,8874
met2,0.196,1951
met3,0.0828,412
met4,0.0345,132
met5,0,-
-- layout make-up --
class	instances	area, sq um	area share
multi-input cells	980	6380	0.230
diodes	69	173	0.00622
well taps	3781	4730	0.170
inverters	4	20.0	0.000721
repair buffers	1580	16500	0.593
-- final timing paths --
kind	start	end	slack (ps)	cells after the start
max	commandType_i[0]	RSROBval2_o[28]	470	8
min	ALUOp_i[0]	RSCommands_o[22]	2760	0
-- power by group through the flow --
stage      Clock (mW)  Combinational [mW]  Sequential (mW)
6_report  0.000000556                2.24                0
4_1_cts             0                2.30                0
5_1_grt   0.000000322                2.37                0
-- cells in the final DEF, fill, tap and decap left out, drive strengths merged, types with 5 or more instances in the layout --
cell type      Yosys  layout
nand4b            10      10
clkdlybuf4s50      0    1291
a21oi             69      69
conb               2      13
xnor2              6       6
a211oi             9       9
nor4b              6       6
o221ai             5       5
diode              0      69
and2              11      11
o2111a            44      44
buf              822     289
mux2               5       5
a31oi             81      81
nand4             54      54
nor2              85      85
o211ai            53      53
o21ai             90      90
a32oi              6       6
a2111o            14      14
and4              51      51
a311o             11      11
or4               41      41
nor3               5       5
nand2             76      76
nand3            152     152
o2111ai           59      59
-- cell families after synthesis --
| family | after synthesis | share of synthesized area |
|---|---|---|
| other cells | 2 | 0.000581 |
| compound gates | 445 | 0.246 |
| simple gates | 504 | 0.217 |
| buf+inv | 990 | 0.521 |
| xor+xnor | 10 | 0.00678 |
| mux | 8 | 0.00765 |
Power is estimated from default activity; no workload was simulated.
